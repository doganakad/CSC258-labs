--- ./design.v ---
`timescale 1ns / 1ns  
module mux(HEX0, SW);
    input [3:0] SW;
    output [6:0] HEX0;
    segment_6 seg_6(
        .c0(SW[0]),
        .c1(SW[1]),
        .c2(SW[2]),
        .c3(SW[3]),
        .out(HEX0[6])
    );
    segment_5 seg_5(
        .c0(SW[0]),
        .c1(SW[1]),
        .c2(SW[2]),
        .c3(SW[3]),
        .out(HEX0[5])
    );
    segment_4 seg_4(
        .c0(SW[0]),
        .c1(SW[1]),
        .c2(SW[2]),
        .c3(SW[3]),
        .out(HEX0[4])
    );
    segment_3 seg_3(
        .c0(SW[0]),
        .c1(SW[1]),
        .c2(SW[2]),
        .c3(SW[3]),
        .out(HEX0[3])
    );
    segment_2 seg_2(
        .c0(SW[0]),
        .c1(SW[1]),
        .c2(SW[2]),
        .c3(SW[3]),
        .out(HEX0[2])
    );
    segment_1 seg_1(
        .c0(SW[0]),
        .c1(SW[1]),
        .c2(SW[2]),
        .c3(SW[3]),
        .out(HEX0[1])
    );
    segment_0 seg_0(
        .c0(SW[0]),
        .c1(SW[1]),
        .c2(SW[2]),
        .c3(SW[3]),
        .out(HEX0[0])
    );
endmodule	
module segment_5(c3, c2, c1, c0, out);
    input c3;
    input c2;
    input c1;
    input c0;
    output out;
    assign out = ~c3&~c2&c1&~c0 | ~c3&~c2&c1&c0 | ~c3&c2&c1&c0 | c3&c2&~c1&c0;
endmodule
module segment_4(c3, c2, c1, c0, out);
    input c3;
    input c2;
    input c1;
    input c0;
    output out;
    assign out = ~c3&~c2&c1&c0 | ~c3&c2&~c1&~c0 | ~c3&c2&~c1&c0 | ~c3&c2&c1&c0 | c3&~c2&~c1&c0;
endmodule
module segment_3(c3, c2, c1, c0, out);
    input c3;
    input c2;
    input c1;
    input c0;
    output out;
    assign out = ~c3&~c2&~c1&c0 | ~c3&c2&~c1&~c0 | ~c3&c2&c1&c0 | c3&~c2&~c1&c0 | c3&~c2&c1&~c0;
endmodule
module segment_6(c0, c1, c2, c3, out);
    input c0;  
    input c1;  
    input c2;  
	 input c3;
    output out;
    assign out = ~c3 & ~c2 & ~c1 & ~c0 | ~c3 & ~c2 & ~c1 & c0 | ~c3 & c2 & ~c1 & c0 | ~c3 & c2 & c1 & ~c0 | ~c3 & c2 & c1 & c0 | c3 & c2 & ~c1 & ~c0 ;
endmodule
module segment_2(c0, c1, c2, c3, out);
    input c0;  
    input c1;  
    input c2;  
	 input c3;
    output out;
    assign out = ~c3 & ~c2 & ~c1 & c0 | ~c3 & ~c2 & c1 & ~c0 | c3 & c2 & ~c1 & ~c0 | c3 & c2 & c1 & ~c0 | c3 & c2 & c1 & c0 ;
endmodule
module segment_1(c0, c1, c2, c3, out);
    input c0;  
    input c1;  
    input c2;  
	 input c3;
    output out;
    assign out = ~c3 & ~c2 & ~c1 & c0 | ~c3 & c2 & ~c1 & c0 | ~c3 & c2 & c1 & ~c0 | c3 & ~c2 & c1 & c0 | ~c3 & ~c2 & c1 & c0 | c3 & c2 & c1 & ~c0 | c3 & c2 & c1 & c0;
endmodule
module segment_0(c0, c1, c2, c3, out);
    input c0;  
    input c1;  
    input c2;  
	 input c3;
    output out;
    assign out = ~c3 & ~c2 & ~c1 & c0 | ~c3 & c2 & ~c1 & ~c0 | c3 & ~c2 & c1 & c0 | c3 & c2 & ~c1 & c0;
endmodule
--- ./run.sh ---
#!/bin/bash
# OpenROAD 26Q1-2900-gdf79404cd8, Yosys 0.63+post, stock flow scripts
make -C /OpenROAD-flow-scripts/flow DESIGN_CONFIG=/design/flow/config.mk WORK_HOME=/design/flow/orfs finish
--- ./config.mk ---
export PLATFORM = sky130hd
export DESIGN_NAME = mux
export DESIGN_NICKNAME = mux
export VERILOG_FILES = /design/flow/design.v
export SDC_FILE = /design/flow/constraint.sdc
export NUM_CORES = 4
export LEC_CHECK = 1
export CORE_AREA = 10 10 70 70
export DIE_AREA = 0 0 80 80
--- ./constraint.sdc ---
current_design mux

set clk_period 1.4
set clk_io_pct 0.2

create_clock -name clk0 -period $clk_period

set non_clock_inputs [all_inputs -no_clocks]
set_input_delay [expr $clk_period * $clk_io_pct] -clock clk0 $non_clock_inputs
set_output_delay [expr $clk_period * $clk_io_pct] -clock clk0 [all_outputs]
==> notes.md <==
Status of the implementation.

- The flow ran to the end, and the final reports show no timing, DRC or antenna violations.
- Dividing the final minimum period by the clock period gives 97.2%.
- The highest-delay cell along the critical path is sky130_fd_sc_hd__or3_1, for reference.
- Leaving out filler cells and counting taps, the final layout contains 97.
- The peak per-stage delay on the critical path is 0.30 ns, for reference.
- The area of the synthesized netlist per yosys stat is 265 um^2, for reference.
- The sequential cell count is 0, for reference.
- The number of cells in the yosys synthesis report is 39, for reference.
- The floorplan has 21 rows.
- Of the total power, the clock network draws 0%.
- For the pin with the worst max-slew slack, the measured transition is 0.190 ns.
- The gate-level netlist out of Yosys references 21 unique cell types.
- The die is 80 um tall.
- The final weighted congestion recorded by global placement is roughly 0.8.
- For this run, the top clock speed supported by timing is 735 MHz.
- As logged by OpenROAD, the buffers inserted on ports number 11.
- The global-route total usage across every layer is 2.56%, for reference.
- After technology mapping, the gate count stands at 39.
- The global routing report lists met3 layer usage as 1.02%.
- The via count of the first global-routing pass was ~290.
- After legalization and detailed placement, the total HPWL measured about 610 um.
- In this run the critical path is formed by buf_8 -> buf_6 -> xor2_1 -> or3_1 -> nand3_1 -> buf_2.
- The number of antenna cells inserted is 0, for reference.
- The die outline width is about 80 um, for reference.
- The setup violation total in the final timing report is 0, for reference.
- Before placement the cells fill 7.77% of the core.
- The core region area is 0.00342 mm^2, for reference.
- The power density relative to cell area is 262 mW/mm^2, for reference.
- Before CTS, the worst setup slack after placement is -0.823 ns.
- Leaving out buffers and inverters, the combinational logic in the layout accounts for 220 um^2.
- The final critical path time including I/O delays and setup is about 1.4 ns, for reference.
- The data required time reported for the critical path is approximately 1.1 ns.
- In the Yosys report, the sequential cells make up 0% of the chip area.
- The number of inserted filler cells in the final layout is 401, for reference.
- The worst hold path belongs to the class input pin to output port.
- According to the I/O placement log, the pin count is 11.
- The hold path startpoint is SW[1], for reference.
- Setup repair after global routing could not meet its margin everywhere.
- The mean area per synthesized cell is 6.80 um^2, for reference.
- Nets still carrying antenna violations after routing amount to 0.
- The leakage component of the power is between 0.15 and 0.2 nW, for reference.
- The post-detailed-route via-to-cell ratio is 3.09, for reference.
- Per the detailed-route log, wirelength across all metal layers totals 828 um.
- The total via count after detailed routing is 300, for reference.
- The largest vdd supply drop is 0.0355 mV, for reference.
- Net switching is about two fifths of the power.
- The internal power of the cells totals 0.0000732 W.
- For this run, design rule violations remaining after detail routing come to 0.
- Per report_power, the combinational group accounts for 100.0% of the total.
- The number of antenna violations at the first check in global routing is 0.
- The iteration tally of the first detailed-router pass is 3, for reference.
- The worst setup path is launched from an input pin.
- Per the post-run analysis, buffers plus inverters along the critical path come to 3.
- Counting tap cells, the placed design contains a total of 93 instances.
- The final count of hold timing violations is 0, for reference.
- The worst setup path startpoint is SW[3], for reference.
- The detailed router's first-iteration violation count is 20, for reference.
- The flip-flop and latch area is 0 um^2, for reference.
- met2 track demand over resource after global routing is 3.85%.
- The first global-routing pass estimated 1410 um of wire.
- Per the OpenROAD power report, switching power amounts to roughly 0.000051 W.
- By startpoint and endpoint, the worst setup path is classified as input pin to output port.
- The largest fanout on the critical path is 5, for reference.
- Entering global routing, the biggest net connects 8 pins.
- In this run the full chip footprint comes out at 0.00640 mm^2.
- STA classifies the critical path endpoint as an output port.
- For reference, the final report shows the max-slew violation count at 0.
- For this sky-water flow run, the detailed-routed wirelength per cell is reported as 8.54 um.
- The fraction of layout cells with a size suffix above 1 is 58.8%, for reference.
- Registers are responsible for 0% of the overall power.
- Per the GRT congestion report, total overflow comes to 0.
- The post-synthesis to final-layout area growth is 78.3%, for reference.
- The busiest layer in global routing is met2, for reference.
- The final setup slack of the worst path is 0.0388 ns, for reference.
- The cell family contributing the most delay on the critical path is simple AND/OR/NAND/NOR gates.
- The tightest hold path in the finished design has a slack of around 0.82 ns.
- Summing over the stages, the warning tally comes to 34.
- The clock buffer count in the final layout is 0, for reference.
- The max-slew headroom at the worst pin is 87.3%, for reference.
- The endpoint arrival time on the critical path is roughly 1.1 ns, for reference.
- Yosys printed 0 warnings.
- The max-capacitance violation count is 0, for reference.
- The cell area after synthesis is 265 um^2, for reference.
- The met1 usage in global routing is 3.56%, for reference.
## cells by family after synthesis
kind of cell	share of synthesized area [%]
buffers and inverters	32.5
XOR/XNOR	3.30
AND-OR/OR-AND	19.3
AND/OR/NAND/NOR	44.8
## layout make-up
class | count | share of cell area (%)
inverters | 1 | 0.794
repair buffers | 22 | 40.5
well taps | 46 | 12.2
multi-input cells | 28 | 46.6
## power by group through the flow
stage | sequential, W | clock [W] | combinational, W
CTS | 0 | 0 | 0.000122
global route | 0 | 0 | 0.000139
finish | 0 | 0 | 0.000124
## final timing paths
kind  slack, ns  depth (start not counted)      end
max        0.04                          6  HEX0[0]
min        0.82                          3  HEX0[4]
## Yosys cell counts (all sizes together)
master	instances	area, um^2
and2b	1	8.76
inv	1	3.75
buf	10	82.6
nand2b	1	6.26
o211ai	1	7.51
xor2	1	8.76
a21oi	4	20.0
nand2	1	3.75
nand4b	1	8.76
nand4	1	6.26
o21ai	3	15.0
or2b	1	7.51
nor3b	2	15.0
nor2b	1	6.26
a31o	1	8.76
nor4b	1	15.0
nor2	2	7.51
or3	3	18.8
nand3	3	15.0
## placed cells by master, fill, tap and decap left out, drive strengths merged
master	netlist	layout
buf	10	17
a21oi	4	4
or3	3	3
o21ai	3	3
clkdlybuf4s15	0	3
nand3	3	3
nor3b	2	2
clkbuf	0	2
nor2	2	2
nand4b	1	1
inv	1	1
xor2	1	1
or2b	1	1
nand2b	1	1
nor2b	1	1
and2b	1	1
o211ai	1	1
nor4b	1	1
nand2	1	1
nand4	1	1
a31o	1	1
## through the flow
step / instance area [um^2] / total power [W] / TNS [ns] / utilization, %
3_3_place_gp: 403 / 0.000109 / -5.26 / 11.8
2_1_floorplan: 265 / 0.0000676 / 0 / -
3_5_place_dp: 403 / 0.000109 / -5.41 / 11.8
5_1_grt: 473 / 0.000139 / -0.0875 / 13.8
4_1_cts: 469 / 0.000122 / -0.0263 / 13.7
6_report: 473 / 0.000124 / 0 / 13.8
## what timing repair did
item / 4_1_cts / 5_1_grt
hold buffers: 0 / 0
endpoints found under the setup margin: 7 / 6
buffers inserted: 3 / 0
gates cloned: 1 / 0
gates resized: 51 / 7
pin swaps: 7 / 4
## metal layers
metal / vias up / share of wire [%]
met5: - / 0
met4: 0 / 0
met3: 0 / 13
met2: 8 / 41
met1: 135 / 46
li1: 157 / -
No activity file was given, so power comes from the tool's default toggle rates.
