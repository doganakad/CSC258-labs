==> design.v <==
module lab3part3(SW, KEY, LEDR);
	input [9:0] SW;  
	input [3:0] KEY;
	output [7:0] LEDR;
	reg [7:0] Q;
	wire s1tos2;
	wire s2tos3;
	wire s3tos4;
	wire s4tos5;
	wire s6tos7;
	wire s7tos8;
	ShifterBit s1(
		.load_val(SW[7]),
		.shift(KEY[2]),
		.load_n(KEY[1]),
		.reset_n(SW[9]),
		.clk(KEY[0]),
		.in(0),
		.out(s1tos2)
	);
	ShifterBit s2(
		.load_val(SW[6]),
		.shift(KEY[2]),
		.load_n(KEY[1]),
		.reset_n(SW[9]),
		.clk(KEY[0]),
		.in(s1tos2),
		.out(s2tos3)
	);
	ShifterBit s3(
		.load_val(SW[5]),
		.shift(KEY[2]),
		.load_n(KEY[1]),
		.reset_n(SW[9]),
		.clk(KEY[0]),
		.in(s2tos3),
		.out(s3tos4)
	);
	ShifterBit s4(
		.load_val(SW[4]),
		.shift(KEY[2]),
		.load_n(KEY[1]),
		.reset_n(SW[9]),
		.clk(KEY[0]),
		.in(s3tos4),
		.out(s4tos5)
	);
	ShifterBit s5(
		.load_val(SW[3]),
		.shift(KEY[2]),
		.load_n(KEY[1]),
		.reset_n(SW[9]),
		.clk(KEY[0]),
		.in(s4tos5),
		.out(s5tos6)
	);
	ShifterBit s6(
		.load_val(SW[2]),
		.shift(KEY[2]),
		.load_n(KEY[1]),
		.reset_n(SW[9]),
		.clk(KEY[0]),
		.in(s5tos6),
		.out(s6tos7)
	);
	ShifterBit s7(
		.load_val(SW[1]),
		.shift(KEY[2]),
		.load_n(KEY[1]),
		.reset_n(SW[9]),
		.clk(KEY[0]),
		.in(s6tos7),
		.out(s7tos8)
	);
	ShifterBit s8(
		.load_val(SW[0]),
		.shift(KEY[2]),
		.load_n(KEY[1]),
		.reset_n(SW[9]),
		.clk(KEY[0]),
		.in(s7tos8),
		.out(LEDR[0])
	);
	assign LEDR[1] = s7tos8;
	assign LEDR[2] = s6tos7;
	assign LEDR[3] = s5tos6;
	assign LEDR[4] = s4tos5;
	assign LEDR[5] = s3tos4;
	assign LEDR[6] = s2tos3;
	assign LEDR[7] = s1tos2;
endmodule
module ShifterBit(in, shift, load_val, load_n, clk, reset_n, out);
	input in;
	input shift;
	input load_n;
	input reset_n;
	input load_val;
	input clk;
	output out;
	wire outputtomux0;
	wire mux0tomux1;
	wire mux1toflipflop;
	mux2to1 MUX0(
		.x(in),
		.y(outputtomux0),
		.m(mux0tomux1),
		.s(shift)
	);
	mux2to1 MUX1(
		.x(mux0tomux1),
		.y(load_val),
		.s(load_n),
		.m(mux1toflipflop)
	);
	flipflop F0(
		.d(mux1toflipflop),
		.clock(clk),
		.reset_n(reset_n),
		.q(outputtomux0)
	);
	assign out = outputtomux0;
endmodule
module mux2to1(x, y, s, m);
    input x;  
    input y;  
    input s;  
    output m;  
    assign m = s & y | ~s & x;
endmodule
module flipflop(d, q, clock, reset_n);
	input d;
	input clock;
	input reset_n;
	output reg q;
	always @(posedge clock)  
		begin
		if (reset_n == 1'b0)  
			q <= 0;  
		else  
			q <= d;  
		end
endmodule
==> run.sh <==
#!/bin/bash
# OpenROAD 26Q1-2900-gdf79404cd8, Yosys 0.63+post, stock flow scripts
make -C /OpenROAD-flow-scripts/flow DESIGN_CONFIG=/design/flow/config.mk WORK_HOME=/design/flow/orfs finish
==> config.mk <==
export PLATFORM = sky130hd
export DESIGN_NAME = lab3part3
export DESIGN_NICKNAME = lab3part3
export VERILOG_FILES = /design/flow/design.v
export SDC_FILE = /design/flow/constraint.sdc
export NUM_CORES = 4
export LEC_CHECK = 1
export CORE_AREA = 10 10 70 70
export DIE_AREA = 0 0 80 80
==> constraint.sdc <==
current_design lab3part3

set clk_period 1.0
set clk_io_pct 0.2

create_clock -name clk0 -period $clk_period [get_ports {KEY}]

set non_clock_inputs [all_inputs -no_clocks]
set_input_delay [expr $clk_period * $clk_io_pct] -clock clk0 $non_clock_inputs
set_output_delay [expr $clk_period * $clk_io_pct] -clock clk0 [all_outputs]
==> notes.md <==
fresh numbers from the pnr run: initial drt markers 37, final routed DRC violation total 0, clock network fraction of total power 0.666, clock slew seen by the registers of the worst setup and hold paths 40 ps, area overhead of the layout relative to synthesis 61.8%, unrepaired setup endpoints after global routing yes, CP Class clock port to flip-flop, number of distinct library cell variants in the gate-level netlist after synthesis 11, outcome complete, but fails checks, critical path data required time 1110 ps, length of the first detailed-routing pass in iterations 3, count of vias placed by the detailed router 382, Startpoint Class clock port, list of most frequent post-synthesis cells sky130_fd_sc_hd__buf_4 (8), sky130_fd_sc_hd__dfxtp_1 (8), sky130_fd_sc_hd__mux2_4 (7), sky130_fd_sc_hd__nand2b_1 (7), sky130_fd_sc_hd__o211a_1 (7), post-DR vias/cell 3.35, cell breakdown of the critical path buf_8 -> clkbuf_8 -> mux2_4 -> o211a_1, share of synthesized cell area in and-or and or-and compound cells 0.162, Die X-Extent 80 µm, ys flop type sky130_fd_sc_hd__dfxtp_1, total inserted antenna cells 0, layout cell share with drive strength beyond 1 0.544, combinational share of power 0.128, initial antenna violation count 0, Yosys chip area 478 µm², RD Place Congestion 0.665, post-synthesis simple-gate area fraction 0.115, Yosys reg bits 8, crit path DAT 1220 ps, share of the synthesized area in the top cell type 0.335, EDFF count, synth 0, Core Density at Floorplan 0.140, CTS tree done, longest individual stage delay on the worst path 290 ps, largest net degree at the start of global routing 10, # port buffers 17, Tot GR Track Use 0.0453, portion of the post-synthesis area used by sequential elements 0.335, core footprint 3420 µm², crit path max fanout 4, ratio of total power to cell area 3400 nW/µm², synthesized area divided by synthesized cell count 11.1 µm², parity-gate share of the synthesized area counting xor and xnor cells 0, die height 80 µm, Routed WL per cell 11.1 µm, drt total wl 1270 µm, synth warn 3, overall die area 6400 µm², top cells, area sky130_fd_sc_hd__dfxtp_1 (34%), sky130_fd_sc_hd__mux2_4 (22%), sky130_fd_sc_hd__o211a_1 (15%), internal cell power 1.92 mW, share of synthesized registers carrying an async set or reset 0, net switching power 0.708 mW, number of I/O pins 22, Synth logic family multiplexers, Sw Ratio 0.270, R2R setup slack -20 ps, vias in the first global route 693, Max stage delay cell, worst path sky130_fd_sc_hd__mux2_4, number of cells after detailed placement 102, Worst Clk Skew 0 ps, Post-synth mux share 0.220, failing checks setup timing, number of nets with antenna violations after detailed routing 0, largest area contributor in the netlist sky130_fd_sc_hd__dfxtp_1, placed wire-length estimate 930 µm, R2R depth 3, share of power burned in registers 0.206, first-pass GRT wire length 2180 µm, worst-case headroom to the max-slew limit 0.798, Mapped Cells 43, Hold Fails Final Rpt 0, # hold bufs at CTS 0, adder and majority cell fraction of the synthesized area 0, number of standard cells reported by yosys 43, Clk Latency, worst-skew pair 220 ps, count of warning messages emitted by the tools 119, area of the mapped netlist 478 µm², final std cells w/o fill 114, total number of placement rows 21, critical path launch point KEY[2], Leak Pwr 0.392 nW, max-slew violations 0, transition at the pin with the smallest max-transition slack 303 ps, worst hold path type clock port to flip-flop, overall overflow remaining after global route 0, peak supply drop 0.00123 V, setup TNS after final layout -675 ps, final setup margin -109 ps, final setup fails 7, Max Cap Viol 0, Crit. End Element flip-flop
[power by group through the flow]
stage     Combinational [mW]  Clock (mW)  Sequential, mW
5_1_grt                0.375        2.13           0.559
6_report               0.337        1.75           0.540
4_1_cts                0.382        1.92           0.543
[critical path: cells and delay by family]
kind | cells | cell delay, ps
AOI/OAI and AO/OA | 1 | 200
buffers and inverters | 2 | 230
muxes | 1 | 290
[stage by stage]
stage / utilization / power (mW) / setup slack [ps] / area, µm² / hold WS [ps]
after floorplan: - / 1.71 / -206 / 487 / 194
after global placement: 0.199 / 1.62 / -85.9 / 678 / 156
after detailed placement: 0.199 / 1.62 / -101 / 678 / 156
after CTS: 0.232 / 2.84 / -120 / 791 / 219
after global routing: 0.226 / 3.06 / -102 / 773 / 226
final: 0.226 / 2.63 / -109 / 773 / 202
[final cells by class]
| class | instances | area [µm²] |
|---|---|---|
| fill | 381 | 2640 |
| multi-input combinational | 24 | 238 |
| timing repair buffer | 24 | 203 |
| sequential | 8 | 170 |
| clock buffer | 10 | 96.3 |
| tap | 46 | 57.6 |
| clock inverter | 2 | 8.76 |
[kinds of logic after synthesis]
family          count (synthesis)
buf+inv                        11
simple gates                    9
compound gates                  8
flops                           8
mux                             7
[metal layers]
metal | share of wire | track usage
met1 | 0.41 | 0.0268
met2 | 0.38 | 0.0329
met3 | 0.19 | 0.0909
met4 | 0.021 | 0.0599
met5 | 0 | 0
[placed cells by master, fill, tap and decap left out, drive strengths merged]
master	n
buf	10
nand2	1
nand2b	7
a21boi	1
clkdlybuf4s50	9
clkinv	2
o211a	7
dfxtp	8
nand3b	1
mux2	7
clkbuf	11
clkdlybuf4s15	4
[worst min path at each step]
stage	depth (start not counted)	slack [ps]	endpoint	start
final	3	200	flip-flop	KEY[1]
after global routing	4	230	flip-flop	KEY[2]
after CTS	3	220	flip-flop	KEY[1]
[timing repair]
item | CTS | global route
gates cloned | 0 | 0
setup buffers | 2 | 0
pin swaps | 2 | 3
gates resized | 27 | 6
setup endpoints to repair | 15 | 11
Power figures rest on the tool's default switching activity, not on a simulated workload.
