<file path="design/flow/constraint.sdc">
current_design top

set clk_period 2.4
set clk_io_pct 0.2

create_clock -name clk0 -period $clk_period

set non_clock_inputs [all_inputs -no_clocks]
set_input_delay [expr $clk_period * $clk_io_pct] -clock clk0 $non_clock_inputs
set_output_delay [expr $clk_period * $clk_io_pct] -clock clk0 [all_outputs]
</file>
<file path="design/flow/design.v">
`timescale 1ns / 1ns  
module case_1(a,b,c);
	input [3:0] a,b;
	output[7:0] c;
	wire [4:0] s;
	assign s = a + b;
	assign c = {3'b000, s};
endmodule
 module full_adder(a, b, carry_in, sum, carry_out);
     input a;
     input b;
     input carry_in;
     output sum;
     output carry_out;
     assign sum = (~((~a & b) | (a & ~b)) & carry_in) | (((~a & b) | (a & ~b)) & ~carry_in);
     assign carry_out =  (((~a & b) | (a & ~b)) & carry_in) | (a&b);
 endmodule
 module ripple_adder(LEDR, SW);
     input [9:0] SW;
     output [9:0] LEDR;
     wire Connection1;
     wire Connection2;
     wire Connection3;
     full_adder first_adder(
         .a(SW[0]),
         .b(SW[4]),
         .c_in(SW[8]),
         .sum(LEDR[0]),
         .c_out(Connection1)
     );
     full_adder second_adder(
         .a(SW[1]),
         .b(SW[5]),
         .c_in(Connection1),
         .sum(LEDR[1]),
         .c_out(Connection2)
     );
     full_adder third_adder(
         .a(SW[2]),
         .b(SW[6]),
         .c_in(Connection2),
         .sum(LEDR[2]),
         .c_out(Connection3)
     );
     full_adder fourth_adder(
         .a(SW[3]),
         .b(SW[7]),
         .c_in(Connection3),
         .sum(LEDR[3]),
         .c_out(LEDR[9])
     );
 endmodule
module mux7to1(x,y,s,t,u,v,a,z,out);
	input x;
	input y;
	input s;
	input t;
	input u;
	input v;
	input a;
	input [2:0] z;
	output out;
	reg out;
	always @(*)
	begin
		case(z[2:0])
		3'b000: out = x;
		3'b001: out = y;
		3'b010: out = s;
		3'b011: out = t;
		3'b100: out = u;
		3'b101: out = v;
		3'b110: out = a;
		default:out = x;
		endcase
	end
endmodule
module case_2(a0, a1, a2, a3, b0, b1, b2, b3, m0, m1, m2, m3, m4, m5, m6, m7);
  input a0;
  input a1;
  input a2;
  input a3;
  input b0;
  input b1;
  input b2;
  input b3;
  output m0;
  output m1;
  output m2;
  output m3;
  output m4;
  output m5;
  output m6;
  output m7;
  assign m0 = (a0 & ~b0) | (~a0 & b0);
  assign m1 = (a1 & ~b1) | (~a1 & b1);
  assign m2 = (a2 & ~b2) | (~a2 & b2);
  assign m3 = (a3 & ~b3) | (~a3 & b3);
  assign m4 = a0 | b0;
  assign m5 = a1 | b1;
  assign m6 = a2 | b2;
  assign m7 = a3 | b3;
endmodule
module case_3(a0, a1, a2, a3, b0, b1, b2, b3, m0, m1, m2, m3, m4, m5, m6, m7);
  input a0;
  input a1;
  input a2;
  input a3;
  input b0;
  input b1;
  input b2;
  input b3;
  output m0;
  output m1;
  output m2;
  output m3;
  output m4;
  output m5;
  output m6;
  output m7;
  assign m0 = a0 | a1 | a2| a3 | b0 | b1 | b2 | b3;
  assign m1 = 0;
  assign m2 = 0;
  assign m3 = 0;
  assign m4 = 0;
  assign m5 = 0;
  assign m6 = 0;
  assign m7 = 0;
endmodule
module case_4(a0, a1, a2, a3, b0, b1, b2, b3, m0, m1, m2, m3, m4, m5, m6, m7);
  input a0;
  input a1;
  input a2;
  input a3;
  input b0;
  input b1;
  input b2;
  input b3;
  output m0;
  output m1;
  output m2;
  output m3;
  output m4;
  output m5;
  output m6;
  output m7;
  assign m0 = a0 & a1 & a2 & a3 & b0 & b1 & b2 & b3;
  assign m1 = 0;
  assign m2 = 0;
  assign m3 = 0;
  assign m4 = 0;
  assign m5 = 0;
  assign m6 = 0;
  assign m7 = 0;
endmodule
module default_case(a0, a1, a2, a3, b0, b1, b2, b3, m0, m1, m2, m3, m4, m5, m6, m7);
  input a0;
  input a1;
  input a2;
  input a3;
  input b0;
  input b1;
  input b2;
  input b3;
    output m0;
    output m1;
    output m2;
    output m3;
    output m4;
    output m5;
    output m6;
    output m7;
    assign m0 = 0;
    assign m1 = 0;
    assign m2 = 0;
    assign m3 = 0;
    assign m4 = 0;
    assign m5 = 0;
    assign m6 = 0;
    assign m7 = 0;
endmodule
module case_5(a0, a1, a2, a3, b0, b1, b2, b3, m0, m1, m2, m3, m4, m5, m6, m7);
  input a0;
  input a1;
  input a2;
  input a3;
  input b0;
  input b1;
  input b2;
  input b3;
  output m0;
  output m1;
  output m2;
  output m3;
  output m4;
  output m5;
  output m6;
  output m7;
  assign m0 = a0;
  assign m1 = a1;
  assign m2 = a2;
  assign m3 = a3;
  assign m4 = b3;
  assign m5 = b2;
  assign m6 = b1;
  assign m7 = b0;
endmodule
module case_0(a0, a1, a2, a3, b0, b1, b2, b3, m0, m1, m2, m3, m4, m5, m6, m7);
    input a0;
    input a1;
    input a2;
    input a3;
    input b0;
    input b1;
    input b2;
    input b3;
    output m0;
    output m1;
    output m2;
    output m3;
    output m4;
    output m5;
    output m6;
	 output m7;
    wire Connection1;
    wire Connection2;
    wire Connection3;
  full_adder first_adder(
      .a(a0),
      .b(b0),
      .carry_in(0),
      .sum(m0),
      .carry_out(Connection1)
  );
  full_adder second_adder(
      .a(a1),
      .b(b1),
      .carry_in(Connection1),
      .sum(m1),
      .carry_out(Connection2)
  );
  full_adder third_adder(
      .a(a2),
      .b(b2),
      .carry_in(Connection2),
      .sum(m2),
      .carry_out(Connection3)
  );
  full_adder fourth_adder(
      .a(a3),
      .b(b3),
      .carry_in(Connection3),
      .sum(m3),
      .carry_out(m4)
  );
  assign m5 = 0;
  assign m6 = 0;
  assign m7 = 0;
endmodule
module top(SW, ALUout);
    input [9:0] SW;
    output [9:0] ALUout;
  wire Connection00;
  wire Connection10;
  wire Connection20;
  wire Connection30;
  wire Connection40;
  wire Connection50;
  wire Connection60;
  wire Connection70;
	wire Connection01;
	wire Connection11;
	wire Connection21;
	wire Connection31;
	wire Connection41;
	wire Connection51;
	wire Connection61;
  wire Connection71;
	wire Connection02;
	wire Connection12;
	wire Connection22;
	wire Connection32;
	wire Connection42;
	wire Connection52;
	wire Connection62;
	wire Connection72;
	wire Connection03;
	wire Connection13;
	wire Connection23;
	wire Connection33;
	wire Connection43;
	wire Connection53;
	wire Connection63;
  wire Connection73;
	wire Connection04;
	wire Connection14;
	wire Connection24;
	wire Connection34;
	wire Connection44;
	wire Connection54;
	wire Connection64;
  wire Connection74;
	wire Connection05;
	wire Connection15;
	wire Connection25;
	wire Connection35;
	wire Connection45;
	wire Connection55;
	wire Connection65;
  wire Connection75;
	wire Connection06;
	wire Connection16;
	wire Connection26;
	wire Connection36;
	wire Connection46;
	wire Connection56;
	wire Connection66;
  wire Connection76;
  mux7to1 mux0(
       .x(Connection00),
       .y(Connection01),
       .s(Connection02),
       .t(Connection03),
       .u(Connection04),
       .v(Connection05),
       .a(Connection06),
       .z(SW[9:7]),
       .out(ALUout[0])
    );
	mux7to1 mux1(
     .x(Connection10),
     .y(Connection11),
     .s(Connection12),
     .t(Connection13),
     .u(Connection14),
     .v(Connection15),
     .a(Connection16),
     .z(SW[9:7]),
     .out(ALUout[1])
  );
	  mux7to1 mux2(
       .x(Connection20),
       .y(Connection21),
       .s(Connection22),
       .t(Connection23),
       .u(Connection24),
       .v(Connection25),
       .a(Connection26),
       .z(SW[9:7]),
       .out(ALUout[2])
    );
    mux7to1 mux3(
     .x(Connection30),
     .y(Connection31),
     .s(Connection32),
     .t(Connection33),
     .u(Connection34),
     .v(Connection35),
     .a(Connection36),
     .z(SW[9:7]),
     .out(ALUout[3])
    );
	 mux7to1 mux4(
       .x(Connection40),
       .y(Connection41),
       .s(Connection42),
       .t(Connection43),
       .u(Connection44),
       .v(Connection45),
       .a(Connection46),
       .z(SW[9:7]),
       .out(ALUout[4])
    );
	 mux7to1 mux5(
       .x(Connection50),
       .y(Connection51),
       .s(Connection52),
       .t(Connection53),
       .u(Connection54),
       .v(Connection55),
       .a(Connection56),
       .z(SW[9:7]),
       .out(ALUout[5])
    );
	 mux7to1 mux6(
       .x(Connection60),
       .y(Connection61),
       .s(Connection62),
       .t(Connection63),
       .u(Connection64),
       .v(Connection65),
       .a(Connection66),
       .z(SW[9:7]),
       .out(ALUout[6])
    );
   mux7to1 mux7(
       .x(Connection70),
       .y(Connection71),
       .s(Connection72),
       .t(Connection73),
       .u(Connection74),
       .v(Connection75),
       .a(Connection76),
       .z(SW[9:7]),
       .out(ALUout[7])
    );
	 case_0 c0(
         .a0(SW[0]),
         .a1(SW[1]),
         .a2(SW[2]),
         .a3(SW[3]),
         .b0(SW[4]),
         .b1(SW[5]),
         .b2(SW[6]),
         .b3(SW[7]),
			.m0(Connection00),
			.m1(Connection10),
			.m2(Connection20),
			.m3(Connection30),
			.m4(Connection40),
			.m5(Connection50),
			.m6(Connection60),
         .m7(Connection70)
	 );
    case_2 c2(
       .a0(SW[0]),
       .a1(SW[1]),
       .a2(SW[2]),
       .a3(SW[3]),
       .b0(SW[4]),
       .b1(SW[5]),
       .b2(SW[6]),
       .b3(SW[7]),
			.m0(Connection02),
			.m1(Connection12),
			.m2(Connection22),
			.m3(Connection32),
			.m4(Connection42),
			.m5(Connection52),
			.m6(Connection62),
      .m7(Connection72)
    );
    case_3 c3(
       .a0(SW[0]),
       .a1(SW[1]),
       .a2(SW[2]),
       .a3(SW[3]),
       .b0(SW[4]),
       .b1(SW[5]),
       .b2(SW[6]),
       .b3(SW[7]),
			.m0(Connection03),
			.m1(Connection13),
			.m2(Connection23),
			.m3(Connection33),
			.m4(Connection43),
			.m5(Connection53),
			.m6(Connection63),
      .m7(Connection73)
    );
    case_4 c4(
       .a0(SW[0]),
       .a1(SW[1]),
       .a2(SW[2]),
       .a3(SW[3]),
       .b0(SW[4]),
       .b1(SW[5]),
       .b2(SW[6]),
       .b3(SW[7]),
			.m0(Connection01),
			.m1(Connection14),
			.m2(Connection24),
			.m3(Connection34),
			.m4(Connection44),
			.m5(Connection54),
			.m6(Connection64),
      .m7(Connection74)
    );
    case_5 c5(
       .a0(SW[0]),
       .a1(SW[1]),
       .a2(SW[2]),
       .a3(SW[3]),
       .b0(SW[4]),
       .b1(SW[5]),
       .b2(SW[6]),
       .b3(SW[7]),
			.m0(Connection05),
			.m1(Connection15),
			.m2(Connection25),
			.m3(Connection35),
			.m4(Connection45),
			.m5(Connection55),
			.m6(Connection65),
      .m7(Connection75)
    );
  default_case d_case(
     .a0(SW[0]),
     .a1(SW[1]),
     .a2(SW[2]),
     .a3(SW[3]),
     .b0(SW[4]),
     .b1(SW[5]),
     .b2(SW[6]),
     .b3(SW[7]),
		.m0(Connection06),
		.m1(Connection16),
		.m2(Connection26),
		.m3(Connection36),
		.m4(Connection46),
		.m5(Connection56),
		.m6(Connection66),
    .m7(Connection76)
  );
endmodule
</file>
<file path="design/flow/run.sh">
#!/bin/bash
# OpenROAD 26Q1-2900-gdf79404cd8, Yosys 0.63+post, stock flow scripts
make -C /OpenROAD-flow-scripts/flow DESIGN_CONFIG=/design/flow/config.mk WORK_HOME=/design/flow/orfs finish
</file>
<file path="design/flow/config.mk">
export PLATFORM = sky130hd
export DESIGN_NAME = top
export DESIGN_NICKNAME = top
export VERILOG_FILES = /design/flow/design.v
export SDC_FILE = /design/flow/constraint.sdc
export NUM_CORES = 4
export LEC_CHECK = 1
export CORE_AREA = 10 10 70 70
export DIE_AREA = 0 0 80 80
</file>
==> changes_impl.md <==
## Flow update

- Worst min path class: input pin to output pin
- Drt wl/cell: 11.1 µm
- Outcome: complete, but fails checks
- Final wirelength: 1.48 mm
- RSZ-0062 raised after global routing: true
- # DRC: 0
- Power per Cell Area: 172 nW/µm²
- Non-Filler Instances: 133
- Failing checks: setup timing
- Synthesized area: 464 µm²
- Number of diodes: 0
- Global-route wire length before repair: 2.42 mm
- Initial antenna violation count: 0
- Post-route ant nets: 0
- Critical-path maximum fanout: 2
- Vias in the first global route: 525
- Yosys Instances: 63
- Post-route cell area: 788 µm²
- Startpoint Class: input pin
- Total grt overflow: 0
- Synth top area cells: buf_4 (18%), ha_1 (13%), fa_1 (13%)
- Synth area leader: buf_4
- Max IR drop VDD: 0.0332 mV
- Post-Syn Instances: 63
- Vias: 484
- Pin count of the biggest net entering global routing: 8
- Static leakage power: 0.394 nW
- Reg area: 0 µm²
- Layout cell share with drive strength beyond 1: 46.0%
- Area share, top type: 17.8%
- Core area: 3420 µm²
- Vias per inst: 3.64
- Sequential share of the synthesized area: 0%
- DRT iter0 DRCs: 22
- DP Wirelength: 1.29 mm
- Commonest cells post-synth: buf_4 (11), inv_1 (9), ha_1 (5), nand2_1 (5)
- Distinct cells, synth: 24
- Post-place setup slack: -1360 ps
- Pre-Place Util: 13.6%
- Final setup fails: 3
- Area post-placement: 749 µm²
- # rows: 21
- Fin crit period: 2880 ps
- Pre-antenna DRT Iters: 4
- Crit path capture type: output pin
- Final setup margin: -479 ps
- Gpl congestion: 0.865
- Seq Cell Count: 0
- Most frequent cell after synthesis: buf_4
- Final hold viol count: 0
- Chip area: 6400 µm²
- Maximum Capacitance Violations: 0
- Final Cycle Share: 120%
- Required @ worst endpoint: 1920 ps
- Log Warnings: 36
- Port Buf Inserts: 18
- Num ports: 20
- Die x size: 80 µm
- Fmax: 347 MHz
- Yosys Warn Count: 12
- CLK BUF: 0
- Placed Cells: 132
- Synthesis-to-layout area growth: 69.8%
- Die height: 80 µm
- WP data arrival: 2400 ps
- Final Max Slew Viols: 0
- All-Layer GR Usage: 4.54%
- Worst setup path class: input pin to output pin
- Synthesis area per yosys: 464 µm²
- Syn_area_per_cell: 7.37 µm²
==> cell families after synthesis <==
group / after synthesis / share of synthesized area [%]
AOI/OAI and AO/OA: 13 / 16.7
buffers and inverters: 22 / 28.3
muxes: 3 / 7.55
other: 1 / 0.808
and+or+nand+nor: 15 / 17.8
adders and majority gates: 9 / 28.8
==> worst max-delay path, stage by stage <==
cell	delay [ps]
buf_8	100
ha_4	150
fa_2	330
fa_2	360
inv_2	70
fa_2	430
mux2_4	270
o22ai_2	100
buf_2	110
==> layer usage <==
metal | part of all wire, % | vias to the layer above | GRT usage, %
li1 | - | 244 | -
met1 | 46 | 228 | 5.44
met2 | 49 | 12 | 8.67
met3 | 5.1 | 0 | 0.682
met4 | 0 | 0 | 0
met5 | 0 | - | 0
==> stage by stage <==
stage / power, mW / hold WS [ps] / util, % / setup TNS [ps]
global placement: 0.135 / 2110 / 21.9 / -4970
detailed placement: 0.137 / 2100 / 21.9 / -5160
finish: 0.136 / 1350 / 23.1 / -735
global route: 0.152 / 1410 / 23.1 / -943
floorplan: 0.0763 / 1130 / - / -354
CTS: 0.136 / 1510 / 22.6 / -921
==> area by class of cell <==
cell class                 instances  area [µm²]
fill                             384        2630
multi-input combinational         42         393
timing repair buffer              35         300
tap                               46        57.6
inverter                          10        37.5
==> power by group <==
group          internal (mW)  leakage (nW)  switching (mW)
sequential                 0             0               0
clock                      0             0               0
combinational         0.0795         0.394          0.0562
total                 0.0795         0.394          0.0562
==> what timing repair did <==
action                     in CTS  in global routing
pin swaps                       8                  1
cloned                          0                  0
setup buffers                   1                  0
setup endpoints to repair       8                  6
gates resized                  47                  5
hold buffers                    0                  0
==> worst paths after layout <==
path                  startpoint         to  slack, ps  cells after the start
worst max-delay path       SW[0]  ALUout[3]       -480                      9
worst min-delay path       SW[4]  ALUout[7]       1350                      5
==> cell usage in the layout, fill, tap and decap left out, drive strengths merged <==
| master | n |
|---|---|
| inv | 10 |
| buf | 23 |
| o22ai | 3 |
| nand2 | 5 |
| dlymetal6s2s | 2 |
| mux2 | 1 |
| nor2b | 3 |
| nor2 | 2 |
| clkdlybuf4s15 | 1 |
| conb | 2 |
| nand4 | 1 |
| nor4 | 1 |
| clkdlybuf4s50 | 3 |
| ha | 5 |
| dlygate4sd2 | 6 |
| a21oi | 4 |
| o21ai | 4 |
| mux2i | 2 |
| fa | 3 |
| nand2b | 1 |
| a21o | 1 |
| o41a | 1 |
| and2 | 1 |
| and3b | 1 |
| maj3 | 1 |
Power figures rest on the tool's default switching activity, not on a simulated workload.
